==> design/flow/design.v <==
module fir_double_dsp (
  input clk,
  input rst,
  output logic [15:0] data_addr_rd_o,
  output logic [15:0] data_addr_wr_o,
  input  logic [15:0] data_din_i,
  output logic [15:0] data_dout_o,
  output logic        data_we_o,
  output logic        done_intr
);
localparam TAP_NUM = 10;
localparam TAP_WIDTH = 16;
localparam DATA_NUM = 65536;
localparam DATA_WIDTH = 16;
localparam TAP_NUM_HALF = TAP_NUM/2;
logic [TAP_WIDTH-1:0] tap_loop0[TAP_NUM_HALF:0];
logic [TAP_WIDTH-1:0] tap_loop1[TAP_NUM_HALF:0];
logic [DATA_WIDTH-1:0] data_loop0[TAP_NUM_HALF-1:0];
logic [DATA_WIDTH-1:0] data_loop1[TAP_NUM_HALF-1:0];
always_ff @(posedge clk) begin
  if(rst) begin
    tap_loop0[0] <= 'd0;
    tap_loop0[1] <= 'd7;
    tap_loop0[2] <= 'd24;
    tap_loop0[3] <= 'd43;
    tap_loop0[4] <= 'd55;
	tap_loop0[5] <= 'd0;
    tap_loop1[0] <= 'd55;
    tap_loop1[1] <= 'd43;
    tap_loop1[2] <= 'd24;
    tap_loop1[3] <= 'd7;
    tap_loop1[4] <= 'd0;
	tap_loop1[5] <= 'd0;
  end
  else if(!done_intr) begin
    tap_loop0[0] <= tap_loop0[5];
    tap_loop0[1] <= tap_loop0[0];
    tap_loop0[2] <= tap_loop0[1];
    tap_loop0[3] <= tap_loop0[2];
    tap_loop0[4] <= tap_loop0[3];
    tap_loop0[5] <= tap_loop0[4];
    tap_loop1[0] <= tap_loop1[5];
    tap_loop1[1] <= tap_loop1[0];
    tap_loop1[2] <= tap_loop1[1];
    tap_loop1[3] <= tap_loop1[2];
	tap_loop1[4] <= tap_loop1[3];
	tap_loop1[5] <= tap_loop1[4];
  end
end
generate
  for(genvar i=1; i<TAP_NUM_HALF; i++) begin : data_looping0
	always @(posedge clk) 
	  if(rst) data_loop0[i] <= 0;
	  else if(!done_intr) data_loop0[i] <= data_loop0[i-1];
  end
endgenerate
generate
  for(genvar i=1; i<TAP_NUM_HALF; i++) begin : data_looping1
	always @(posedge clk) 
	  if(rst) data_loop1[i] <= 0;
	  else if(!done_intr) data_loop1[i] <= data_loop1[i-1];
  end
endgenerate
logic [7:0] count_loop;
logic [7:0] count_initial_load;
always_ff @(posedge clk) begin
  if(rst) 
    data_addr_rd_o <= 0;
  else if((count_initial_load < TAP_NUM) | (count_loop == TAP_NUM_HALF))
    data_addr_rd_o <= data_addr_rd_o + 1;
end
logic [7:0] count_loop_d, count_loop_dd, count_loop_ddd;
always_ff @(posedge clk) begin
  if(rst) begin
	count_loop <= 8'd0;
	count_initial_load <= 8'd0;
	data_loop0[0] <= 'h0;
	data_loop1[0] <= 'h0;
  end
  else if(count_initial_load <= TAP_NUM) begin
    count_initial_load <= count_initial_load + 8'd1;
	count_loop <= (count_loop == TAP_NUM_HALF) ? 8'd0 : count_loop + 8'd1;
	data_loop0[0] <= data_din_i;
	data_loop1[0] <= data_loop0[TAP_NUM_HALF-1];
  end
  else if(!done_intr) begin
	count_loop <= (count_loop == TAP_NUM_HALF) ? 8'd0 : count_loop + 8'd1;
	data_loop0[0] <= (count_loop == TAP_NUM_HALF) ? data_din_i : data_loop0[TAP_NUM_HALF-1];
	data_loop1[0] <= (count_loop == TAP_NUM_HALF) ? data_loop0[TAP_NUM_HALF-1] : data_loop1[TAP_NUM_HALF-1];
  end
end
logic [26:0] A0, A1, A1_d;
logic [17:0] B0, B1, B1_d;
logic [47:0] M0, M1;
logic [47:0] P0, P1;
logic [47:0] PCOUT0, PCIN1;
logic       OPMODE;
logic [1:0] OPMODE_d;
always_ff @(posedge clk) begin
  count_loop_d <= count_loop;
  count_loop_dd <= count_loop_d;
  count_loop_ddd <= count_loop_dd;
  if( (count_loop == 0) | (count_loop == TAP_NUM_HALF)) OPMODE <= 1'b0;
  else OPMODE <= 1'b1;
  if( (count_loop_d == 0) | (count_loop_d == TAP_NUM_HALF)) OPMODE_d <= 2'b00;
  else if(count_loop_d == TAP_NUM_HALF-1) OPMODE_d <= 2'b01;
  else OPMODE_d <= 2'b10;
end
always_ff @(posedge clk) begin
  A0 <= {{(27-DATA_WIDTH){data_loop0[TAP_NUM_HALF-1][DATA_WIDTH-1]}}, data_loop0[TAP_NUM_HALF-1]};
  B0 <= {{(18-TAP_WIDTH){tap_loop0[TAP_NUM_HALF-2][TAP_WIDTH-1]}}, tap_loop0[TAP_NUM_HALF-2]};
  M0 <= $signed(A0) * $signed(B0);
  P0 <= (OPMODE==1'b1) ? (P0+M0) : M0;
  PCOUT0 <= (OPMODE==1'b1) ? (P0+M0) : M0;
end
assign PCIN1 = PCOUT0;
always_ff @(posedge clk) begin
  A1_d <= {{(27-DATA_WIDTH){data_loop1[TAP_NUM_HALF-1][DATA_WIDTH-1]}}, data_loop1[TAP_NUM_HALF-1]};
  B1_d <= {{(18-TAP_WIDTH){tap_loop1[TAP_NUM_HALF-2][TAP_WIDTH-1]}}, tap_loop1[TAP_NUM_HALF-2]};
  A1 <= A1_d;
  B1 <= B1_d;
  M1 <= $signed(A1) * $signed(B1);
  P1 <= (OPMODE_d==2'b00) ? M1 : ( (OPMODE_d==2'b01) ? (P1+PCIN1+M1) : P1+M1);
end
logic [16:0] count_result;
always_ff @(posedge clk) begin
  if(rst) begin
    data_dout_o <= 16'h0;
    data_we_o <= 1'b0;
	data_addr_wr_o <= 16'hffff;
	count_result <= 'd0;
	done_intr <= 1'b0;
  end
  else if(count_loop_dd == TAP_NUM_HALF) begin
    data_dout_o <= P1[23:8];
	data_we_o <= 1'b1;
	data_addr_wr_o <= data_addr_wr_o + 1;
    if(count_result==(DATA_NUM-1))
	  done_intr <= 1'b1;
	count_result <= count_result + 1;
  end
  else begin
    data_we_o <= 1'b0;
  end
end
endmodule
==> design/flow/run.sh <==
#!/bin/bash
# OpenROAD 26Q1-2900-gdf79404cd8, Yosys 0.63+post, stock flow scripts
make -C /OpenROAD-flow-scripts/flow DESIGN_CONFIG=/design/flow/config.mk WORK_HOME=/design/flow/orfs finish
==> design/flow/config.mk <==
export PLATFORM = sky130hd
export DESIGN_NAME = fir_double_dsp
export DESIGN_NICKNAME = fir_double_dsp
export VERILOG_FILES = /design/flow/design.v
export SDC_FILE = /design/flow/constraint.sdc
export NUM_CORES = 4
export LEC_CHECK = 1
export CORE_UTILIZATION = 30
==> design/flow/constraint.sdc <==
current_design fir_double_dsp

set clk_period 27.1
set clk_io_pct 0.2

create_clock -name clk0 -period $clk_period [get_ports {clk}]

set non_clock_inputs [all_inputs -no_clocks]
set_input_delay [expr $clk_period * $clk_io_pct] -clock clk0 $non_clock_inputs
set_output_delay [expr $clk_period * $clk_io_pct] -clock clk0 [all_outputs]
==> GITHUB_STEP_SUMMARY <==
## PnR job results

| Metric | Value |
|---|---|
| CP Cell Sequence | clkdlybuf4s50_1 |
| Drt via density | 4.47 |
| FMAX | 138 MHz |
| CTS root buffer | clkbuf_16 |
| Critical path class | register to output pin |
| Detailed placement HPWL | 60.3 mm |
| FF-to-FF path depth | 19 |
| First-pass GRT wire length | 139 mm |
| Sequential-to-total area share from yosys stat | 32.2% |
| Final period util | 26.8% |
| FILL cells | 13100 |
| Status | finished, final reports clean |
| PostCTS Resize Cnt | 0 |
| Die extent in y | 368 um |
| Initial Util | 30.4% |
| Logic area | 24600 um^2 |
| Num rows | 133 |
| Clk latency of the worst-skew pair | 0.66 ns |
| Syn_area_per_cell | 9.65 um^2 |
| Log Warnings | 34 |
| Grt ovf | 0 |
| Data required, critical path | 21.68 ns |
| Levels on crit path | 1 |
| Reg clk slew, reported paths | 0.05 ns |
| Yosys stat chip area | 40200 um^2 |
| Pin count of the biggest net entering global routing | 182 |
| DP Worst Slack | 19.77 ns |
| Worst Max-Slew Pin Slew | 0.878 ns |
| Worst rel slew slack | 41.4% |
| Synth cell count leaders | dfxtp_1, inv_1, nor2_1 |
| Total Power | 2280 uW |
| Detailed Routing Iterations Pass 1 | 7 |
| Number of enable flip-flop cells | 0 |
| GRT Util Overall | 13.0% |
| Sum Neg Setup Slack | 0 ns |
| Area leader, netlist | dfxtp_1 |
| Synth top area cells | dfxtp_1, fa_1, mux2i_1 |
| Cell count after synthesis | 4167 |
| Most used DFF post-synth | dfxtp_1 |
| P_leak | 0.0194 uW |
| Vias in the first global route | 26400 |
| First DRT Iteration DRCs | 1245 |
| Slowest cell on the critical path | clkdlybuf4s50_1 |
| Hold Path Depth | 0 |
| Post-Syn Area | 40200 um^2 |
| Asr flop ratio synth | 0% |
| RePlAce Congestion | 0.920 |
| Via count | 26700 |
| Yosys warning count | 5 |
| Layout area overhead | 12.7% |
| Post-Route Skew | 0.0431 ns |
| CTS H-tree lvls | 3 |
| Post-CTS setup buffers | 0 |
| Final setup viols | 0 |
| Peak supply drop | 45.9 uV |
| Drt wl/cell | 14.0 um |
| Worst-path maximum fanout | 4 |
| Yosys top cell area share | 32.2% |
| Slowest Stage Delay on Critical Path | 0.82 ns |
| Most frequent cell after synthesis | dfxtp_1 |
| MaxCap Viol Count | 0 |
| Ratio of cells with drive above 1 in the final layout | 4.98% |
| Post-route setup slack | 19.83 ns |
| Io pins | 68 |
| TritonCTS clock tree | done |
| Antenna violations before repair | 0 |
| Hold WC Path Type | register to register |
| Top Family by Delay on Critical Path | buffers and inverters |
| Hold buffers post-CTS | 0 |
| Register area | 12900 um^2 |
| Port Buffer Count | 67 |
| WP buf/inv | 1 |
| Final antenna-violating net count | 0 |
| Core Footprint | 132000 um^2 |
| Fin. Hold Viols | 0 |
| CTS buffer count | 75 |
| Crit. End Element | output pin |
| Yosys stat cell total | 4167 |
| Critical path arrival | 1.85 ns |
| Slew Viols, Final | 0 |
| DR DRC count | 0 |
| CP Launch Type | register |
| RSZ-0062 raised after global routing | false |
| Minimum clock period | 7.27 ns |
| Pwr dens | 50.2 nW/um^2 |
| Clk buf depth | 3 |
| Post-synthesis cell type count | 87 |
| Clock sink count | 646 |
| Die Wd | 368 um |
| Register bit total from synthesis | 646 |
| Die area | 135000 um^2 |
| Final WL | 83.9 mm |
==> report_power, final <==
| part | total, uW | switching, uW | leakage [uW] | internal [uW] |
|---|---|---|---|---|
| registers | 1020 | 40.4 | 0.00525 | 983 |
| clock network | 1050 | 428 | 0.00128 | 618 |
| logic | 207 | 114 | 0.0128 | 92.9 |
| total | 2280 | 583 | 0.0194 | 1690 |
==> area by class of cell <==
type	count	area share, %
diodes	1	0.00552
clock inverters	32	1.07
multi-input cells	2816	54.3
inverters	523	4.33
clock buffers	103	4.77
repair buffers	99	2.08
flip-flops and latches	646	28.6
well taps	1755	4.85
==> registers in the layout, summed over array words and instances, names as in the netlist, 17 cells and up <==
name	flops
PCOUT0	24
data_loop0	80
tap_loop1	96
data_loop1	80
count_result	17
M0	24
P1	24
M1	24
tap_loop0	96
==> final timing paths <==
check,start,end,slack (ns)
max,data_addr_wr_o[5]$_SDFFE_PP1P_,data_addr_wr_o[5],19.83
min,B1_d[9]$_DFF_P_,B1[9]$_DFF_P_,0.32
max reg2reg,A1[4]$_DFF_P_,M1[22]$_DFF_P_,20.87
min reg2reg,B1_d[9]$_DFF_P_,B1[9]$_DFF_P_,0.32
==> cell families after synthesis <==
logic type,after synthesis,share of synthesized area (%)
simple gates,1261,14.8
mux,350,8.78
compound gates,414,7.14
buf+inv,705,6.61
xor+xnor,168,3.66
flops,646,32.2
fa+ha+maj,623,26.9
==> through the flow <==
stage               std cells  area [um^2]  hold WS [ns]  util, %
finish                   5975        45300         0.325     34.3
global route             5974        45300         0.330     34.3
CTS                      5974        45300         0.326     34.3
detailed placement       5839        42700         0.312     32.3
global placement         5839        42700         0.310     32.3
floorplan                4167        40200         0.310        -
==> per-layer routing <==
| metal | global-route usage (%) | part of all wire [%] | vias up |
|---|---|---|---|
| met5 | 0.107 | 0 | - |
| met4 | 2.55 | 2.3 | 0 |
| met3 | 4.20 | 7.5 | 120 |
| met2 | 18.9 | 42 | 516 |
| met1 | 19.6 | 48 | 12700 |
| li1 | - | - | 13400 |
==> cell usage in the layout (no fill, tap or decap), drive strengths merged, types with 6 or more instances in the layout <==
cell,instances
a211oi,52
nand4,18
o21ai,68
nor3,25
a21o,33
o21bai,12
nand3,30
mux2i,330
a31o,6
clkdlybuf4s50,66
a31oi,10
buf,33
inv,524
o21a,25
or2,7
xor2,65
xnor2,103
a211o,36
nand2b,32
nand2,328
dfxtp,646
o2111ai,6
and3,30
fa,400
clkinv,23
or3,17
o211ai,8
nor2,459
ha,223
mux2,20
a21oi,102
clkbuf,103
and2,236
nor2b,51
Power figures rest on the tool's default switching activity, not on a simulated workload.
