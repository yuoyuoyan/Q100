--- design.v ---
module sound_recorder(
    input clk,
	input rst,
(* mark_debug *)	input        sw_record,  
(* mark_debug *)	output logic MIC_CLK,
(* mark_debug *)	input        MIC_DATA,
(* mark_debug *)	output logic MIC_LR_SEL,
(* mark_debug *)	output logic [15:0] data_addr,
(* mark_debug *)	output logic [15:0] data_dout,
(* mark_debug *)	output logic        data_we
);
logic [7:0] MIC_CLK_count;
logic       MIC_CLK_d;
logic       MIC_CLK_posedge;
always_ff @(posedge clk) begin
    if(rst) begin
        MIC_CLK <= 1'b0;
        MIC_CLK_count <= 8'd0;
    end
    else if(MIC_CLK_count < 8'd19) begin
        MIC_CLK_count <= MIC_CLK_count + 8'd1;
    end
    else begin
        MIC_CLK <= ~MIC_CLK;
        MIC_CLK_count <= 8'd0;
    end
end
always_ff @(posedge clk) MIC_CLK_d <= MIC_CLK;
assign MIC_CLK_posedge = ({MIC_CLK_d, MIC_CLK}==2'b01) ? 1'b1 : 1'b0;
(* mark_debug *)logic record_run;
logic [16:0]  data_addr_r;
always_ff @(posedge clk)
    if(rst) record_run <= 1'b0;
	else if(record_run && data_addr_r==17'h10000) record_run <= 1'b0;
	else if(sw_record) record_run <= 1'b1;
genvar i;
reg [7:0] PDM_counter;
always @(posedge clk or posedge rst) begin
    if(rst) begin
        PDM_counter <= 8'd0;
    end
    else if(MIC_CLK_posedge & record_run) begin
        PDM_counter <= (PDM_counter == 8'd127) ? 8'd0 : PDM_counter + 8'd1;
    end
end
localparam [8*10-1:0] PDM_thresh_counter_start = 
{8'd115, 8'd102, 8'd89, 8'd76, 8'd64, 
8'd51, 8'd38, 8'd25, 8'd12, 8'd0};
logic [9:0][7:0] PDM_thresh_counter;
generate
    for(i=0; i<10; i=i+1) begin : PDM_COUNTERS
        always_ff @(posedge clk or posedge rst) begin
            if(rst) begin
                PDM_thresh_counter[i] <= 8'd0;
            end
            else if(MIC_CLK_posedge && (PDM_counter == PDM_thresh_counter_start[8*i+7:8*i])) begin
                PDM_thresh_counter[i] <= (MIC_DATA) ? 8'd1 : 8'd0;
            end
            else if(MIC_CLK_posedge) begin
                PDM_thresh_counter[i] <= (MIC_DATA) ? PDM_thresh_counter[i] + 8'd1 : PDM_thresh_counter[i];
            end
        end
    end
endgenerate
logic [15:0] PDM_count;
logic [15:0] led_threshold;
always_ff @(posedge clk) begin
    if(rst) begin
        PDM_count <= 16'd0;
        data_dout <= 16'h0;
		data_addr_r <= 17'h0;
		data_we <= 1'b0;
    end
    else if(record_run) begin
        PDM_count <= (PDM_count == 16'd5119) ? 16'd0 : PDM_count + 16'd1;
        case(PDM_count)
        16'd0    : begin 
		    data_addr_r <= data_addr_r + 1; 
			data_we <= 1'b1; 
			data_dout <= {6'h0, PDM_thresh_counter[0], 2'b00}; 
		end
        16'd480  : begin 
		    data_addr_r <= data_addr_r + 1; 
			data_we <= 1'b1; 
			data_dout <= {6'h0, PDM_thresh_counter[1], 2'b00}; 
		end
        16'd1000 : begin 
		    data_addr_r <= data_addr_r + 1; 
			data_we <= 1'b1; 
			data_dout <= {6'h0, PDM_thresh_counter[2], 2'b00}; 
		end
        16'd1520 : begin 
		    data_addr_r <= data_addr_r + 1; 
			data_we <= 1'b1; 
			data_dout <= {6'h0, PDM_thresh_counter[3], 2'b00}; 
		end
        16'd2040 : begin 
		    data_addr_r <= data_addr_r + 1; 
			data_we <= 1'b1; 
			data_dout <= {6'h0, PDM_thresh_counter[4], 2'b00}; 
		end
        16'd2560 : begin 
		    data_addr_r <= data_addr_r + 1; 
			data_we <= 1'b1; 
			data_dout <= {6'h0, PDM_thresh_counter[5], 2'b00}; 
		end
        16'd3040 : begin 
		    data_addr_r <= data_addr_r + 1; 
			data_we <= 1'b1; 
			data_dout <= {6'h0, PDM_thresh_counter[6], 2'b00}; 
		end
        16'd3560 : begin 
		    data_addr_r <= data_addr_r + 1; 
			data_we <= 1'b1; 
			data_dout <= {6'h0, PDM_thresh_counter[7], 2'b00}; 
		end
        16'd4080 : begin 
		    data_addr_r <= data_addr_r + 1; 
			data_we <= 1'b1; 
			data_dout <= {6'h0, PDM_thresh_counter[8], 2'b00}; 
		end
        16'd4600 : begin 
		    data_addr_r <= data_addr_r + 1; 
			data_we <= 1'b1; 
			data_dout <= {6'h0, PDM_thresh_counter[9], 2'b00}; 
		end
		default  : begin data_we <= 1'b0; end
        endcase
    end
	else begin
	    PDM_count <= 16'd0;
	    data_addr_r <= 0;
		data_we <= 0;
	end
end
assign data_addr = data_addr_r[15:0];
assign MIC_LR_SEL = 1'b0;
endmodule
--- run.sh ---
#!/bin/bash
# OpenROAD 26Q1-2900-gdf79404cd8, Yosys 0.63+post, stock flow scripts
make -C /OpenROAD-flow-scripts/flow DESIGN_CONFIG=/design/flow/config.mk WORK_HOME=/design/flow/orfs finish
--- config.mk ---
export PLATFORM = sky130hd
export DESIGN_NAME = sound_recorder
export DESIGN_NICKNAME = sound_recorder
export VERILOG_FILES = /design/flow/design.v
export SDC_FILE = /design/flow/constraint.sdc
export NUM_CORES = 4
export LEC_CHECK = 1
export CORE_UTILIZATION = 50
--- constraint.sdc ---
current_design sound_recorder

set clk_period 4.5
set clk_io_pct 0.2

create_clock -name clk0 -period $clk_period [get_ports {clk}]

set non_clock_inputs [all_inputs -no_clocks]
set_input_delay [expr $clk_period * $clk_io_pct] -clock clk0 $non_clock_inputs
set_output_delay [expr $clk_period * $clk_io_pct] -clock clk0 [all_outputs]
==> run_summary.xml <==
<?xml version="1.0" encoding="UTF-8"?>
<metrics>
  <group name="synthesis">
    <metric name="synthMostInstantiatedCell" unit="">sky130_fd_sc_hd__nor2_1</metric>
    <metric name="edf_count" unit="">0</metric>
    <metric name="postSynthRegisterBits" unit="">141</metric>
    <metric name="synth.yosys.warnings" unit="">1</metric>
    <metric name="yosys.cell_types.count" unit="">62</metric>
    <metric name="netlist_area" unit="sq mm">0.00769</metric>
    <metric name="synth.yosys.chip_area" unit="sq mm">0.00769</metric>
    <metric name="yosys-top-cells-area" unit="">sky130_fd_sc_hd__dfrtp_1 (29%), sky130_fd_sc_hd__dfxtp_1 (14%), sky130_fd_sc_hd__xor2_1 (6.9%)</metric>
    <metric name="yosys_most_used_dff" unit="">sky130_fd_sc_hd__dfrtp_1</metric>
    <metric name="ys_cells" unit="">857</metric>
    <metric name="synth.cells.most_frequent" unit="">sky130_fd_sc_hd__nor2_1 (117), sky130_fd_sc_hd__dfrtp_1 (88), sky130_fd_sc_hd__nand2_1 (62), sky130_fd_sc_hd__xor2_1 (61), sky130_fd_sc_hd__dfxtp_1 (53)</metric>
    <metric name="yosysSeqAreaShare" unit="%">42.4</metric>
    <metric name="synthDominantAreaCellType" unit="">sky130_fd_sc_hd__dfrtp_1</metric>
    <metric name="synth_largest_type_area_fraction" unit="%">28.6</metric>
    <metric name="synthesis.instances" unit="">857</metric>
    <metric name="postSynthAreaPerCell" unit="sq um">8.97</metric>
    <metric name="async_reset_ff_share" unit="%">62.4</metric>
  </group>
  <group name="sta">
    <metric name="post-route-min-period" unit="ns">3.01</metric>
    <metric name="final_hold_viol_count" unit="">0</metric>
    <metric name="fin_skew" unit="ns">0.00536</metric>
    <metric name="max_freq" unit="GHz">0.333</metric>
    <metric name="slew_headroom" unit="%">36.4</metric>
    <metric name="worst-slew-pin-transition" unit="ns">0.945</metric>
    <metric name="final.setup.worst_slack" unit="ns">1.49</metric>
    <metric name="finalSetupViolations" unit="">0</metric>
    <metric name="timing_max_transition_violations_final" unit="">0</metric>
    <metric name="finalCritPeriodShare" unit="%">66.8</metric>
    <metric name="grt_setup_unrepaired" unit="">false</metric>
    <metric name="setup_tns" unit="ns">0</metric>
  </group>
  <group name="clock_network">
    <metric name="clock_path_buffers" unit="">2</metric>
    <metric name="cts-hold-fix-buffers" unit="">0</metric>
    <metric name="cts_tree" unit="">yes</metric>
    <metric name="clock_buffers_created_by_tritoncts" unit="">17</metric>
    <metric name="clock_insertion_delay_worst_skew" unit="ns">0.41</metric>
    <metric name="cts.sinks" unit="">141</metric>
    <metric name="cts_repair_resize_count" unit="">0</metric>
    <metric name="h-tree-depth" unit="">4</metric>
    <metric name="clk_root_buffer_cell" unit="">sky130_fd_sc_hd__clkbuf_16</metric>
    <metric name="path_clk_slew" unit="ns">0.06</metric>
    <metric name="buffers_inserted_during_post_cts_setup_optimization" unit="">0</metric>
  </group>
  <group name="routing">
    <metric name="number_of_nets_with_antenna_violations_after_detailed_routing" unit="">0</metric>
    <metric name="route.final.wire_length" unit="microns">18600</metric>
    <metric name="detail_route.antenna_diodes" unit="">0</metric>
    <metric name="detail_route.first_pass.iterations" unit="">5</metric>
    <metric name="detail_route.wl_per_cell" unit="microns">17.5</metric>
    <metric name="vias" unit="">6324</metric>
    <metric name="route.detailed.drc" unit="">0</metric>
    <metric name="initial_drc_count" unit="">617</metric>
    <metric name="vias_per_cell" unit="">5.94</metric>
  </group>
  <group name="setup_path">
    <metric name="crit_path_drt" unit="ns">4.83</metric>
    <metric name="crit_path_cell_trace" unit="">or4_1 &gt; nor3_4 &gt; nor3b_4 &gt; o41ai_2 &gt; buf_4 &gt; or4_1 &gt; a21oi_1</metric>
    <metric name="cp.arrival" unit="ns">3.33</metric>
    <metric name="worst_r2r_startpoint" unit="">PDM_count[12]</metric>
    <metric name="crit_type" unit="">register to register</metric>
    <metric name="timing.rr.end" unit="">data_addr_r[16]</metric>
    <metric name="setup.reg_to_reg.worst_slack" unit="ns">1.49</metric>
    <metric name="critPathMaxFanout" unit="">15</metric>
    <metric name="r2r.worst_path.cells" unit="">7</metric>
    <metric name="cp_common_cell" unit="">sky130_fd_sc_hd__or4_1</metric>
    <metric name="cp-end-kind" unit="">register</metric>
    <metric name="timing.critical_path.from" unit="">PDM_count[12]</metric>
    <metric name="critPathMaxStageDelay" unit="ns">0.77</metric>
    <metric name="critPathCapture" unit="">data_addr_r[16]</metric>
    <metric name="critical_path.startpoint_type" unit="">register</metric>
    <metric name="crit_slowest_cell" unit="">sky130_fd_sc_hd__or4_1</metric>
  </group>
  <group name="placement">
    <metric name="finalWeightedCongestion" unit="">0.908</metric>
    <metric name="detailedPlacementHpwl" unit="microns">13300</metric>
    <metric name="dp_worst_setup_slack" unit="ns">1.26</metric>
    <metric name="buffer_ports.inserted" unit="">29</metric>
  </group>
  <group name="pwr">
    <metric name="cellPowerDensity" unit="mW/mm^2">434</metric>
    <metric name="sequentialPowerShare" unit="%">47.0</metric>
    <metric name="clock_power_share" unit="%">39.9</metric>
    <metric name="ir_drop" unit="uV">344</metric>
    <metric name="cell_leakage_power" unit="nW">3.44</metric>
    <metric name="combPwrFrac" unit="%">13.1</metric>
    <metric name="power_switching_share" unit="%">29.0</metric>
    <metric name="intPower" unit="mW">2.66</metric>
    <metric name="power.switching" unit="mW">1.09</metric>
  </group>
  <group name="grt">
    <metric name="globalRouteTotalUtil" unit="%">25.1</metric>
    <metric name="maximum_number_of_pins_on_one_net_before_global_route_repair" unit="">59</metric>
    <metric name="global_route.usage.met3" unit="%">5.63</metric>
    <metric name="antenna_violations_before_repair" unit="">0</metric>
    <metric name="grt_met2_usage" unit="%">37.2</metric>
    <metric name="grt.busiest_layer" unit="">met1</metric>
    <metric name="grt_pass1_wl" unit="microns">30400</metric>
    <metric name="met1_usage_in_global_routing" unit="%">39.9</metric>
    <metric name="gr-total-overflow" unit="">0</metric>
    <metric name="grt_pass1_vias" unit="">5705</metric>
  </group>
  <group name="layout">
    <metric name="layout-drive-gt1-share" unit="%">6.48</metric>
    <metric name="area_growth" unit="%">12.3</metric>
  </group>
  <group name="run">
    <metric name="max_cap_viol_count" unit="">0</metric>
    <metric name="warnings" unit="">30</metric>
  </group>
  <group name="run_status">
    <metric name="status" unit="">finished clean</metric>
  </group>
  <group name="die">
    <metric name="top_level_ports" unit="">39</metric>
    <metric name="placementRows" unit="">44</metric>
    <metric name="chip_area" unit="sq mm">0.0159</metric>
    <metric name="coreArea" unit="sq mm">0.0148</metric>
    <metric name="floorplan.die.height" unit="microns">126</metric>
    <metric name="floorplan.die.width" unit="microns">126</metric>
    <metric name="floorplan.core_util" unit="%">52.1</metric>
  </group>
  <group name="min_path">
    <metric name="hold_path_class" unit="">register to register</metric>
  </group>
</metrics>
==> area by class of cell <==
type / instances / area (sq um)
repair buffers: 38 / 370
inverters: 23 / 87.6
well taps: 184 / 230
clock inverters: 8 / 128
clock buffers: 24 / 513
flip-flops and latches: 141 / 3260
multi-input cells: 646 / 4040
fillers: 1202 / 6120
==> placed cells by master (no fill, tap or decap), types with 10 or more instances in the layout <==
cell / n
sky130_fd_sc_hd__a21oi_1: 40
sky130_fd_sc_hd__a32o_1: 10
sky130_fd_sc_hd__and3_1: 19
sky130_fd_sc_hd__clkbuf_16: 18
sky130_fd_sc_hd__clkdlybuf4s50_1: 29
sky130_fd_sc_hd__conb_1: 12
sky130_fd_sc_hd__dfrtp_1: 88
sky130_fd_sc_hd__dfxtp_1: 53
sky130_fd_sc_hd__ha_1: 19
sky130_fd_sc_hd__inv_1: 22
sky130_fd_sc_hd__nand2_1: 62
sky130_fd_sc_hd__nand3_1: 30
sky130_fd_sc_hd__nand4_1: 40
sky130_fd_sc_hd__nor2_1: 117
sky130_fd_sc_hd__nor3_1: 16
sky130_fd_sc_hd__nor4_1: 11
sky130_fd_sc_hd__o21ai_0: 48
sky130_fd_sc_hd__or3_1: 27
sky130_fd_sc_hd__xnor2_1: 15
sky130_fd_sc_hd__xor2_1: 61
==> metrics by stage <==
stage          instance area, sq um  std cells  power, mW  hold slack [ns]  utilization (%)
3_3_place_gp                   7990       1032       2.25            0.432             54.1
6_report                       8630       1064       3.74            0.456             58.5
3_5_place_dp                   7990       1032       2.26            0.443             54.1
4_1_cts                        8630       1064       3.77            0.456             58.5
5_1_grt                        8630       1064       3.94            0.478             58.5
2_1_floorplan                  7730        868       2.07            0.372                -
==> critical path: cells and delay by family (launching register included) <==
family          cells  cell delay, ns
buf+inv             1            0.20
flops               1            0.38
simple gates        4            2.04
compound gates      2            0.30
==> layer usage <==
layer / wire length (microns) / up-vias
met2: 8350 / 178
met5: 0 / -
met4: 265 / 0
li1: - / 3076
met1: 8810 / 3054
met3: 1170 / 16
==> how the worst min path moves through the flow <==
stage	from	to	slack (ns)	cells after the start
CTS	MIC_CLK	MIC_CLK_d	0.46	0
global route	MIC_CLK_count[0]	MIC_CLK_count[0]	0.48	1
finish	MIC_CLK_count[0]	MIC_CLK_count[0]	0.46	1
==> cell families (layout without fill, tap and decap cells) <==
family | count (synthesis) | in the layout | synth area share (%)
mux | 2 | 2 | 0.293
simple gates | 388 | 388 | 27.0
flops | 141 | 141 | 42.4
compound gates | 149 | 149 | 12.9
buf+inv | 81 | 93 | 5.57
other cells | 1 | 12 | 0.0488
fa+ha+maj | 19 | 19 | 3.09
xor+xnor | 76 | 76 | 8.66
==> power groups by stage <==
stage | clock, mW | combinational [mW] | sequential (mW)
6_report | 1.49 | 0.491 | 1.76
5_1_grt | 1.59 | 0.566 | 1.79
4_1_cts | 1.52 | 0.493 | 1.75
==> registers in the layout, indices dropped and copies added, names as in the netlist <==
signal	flops
MIC_CLK	1
MIC_CLK_count	8
MIC_CLK_d	1
PDM_count	16
PDM_counter	8
PDM_thresh_counter	80
data_addr_r	17
data_dout	8
data_we	1
record_run	1
Power and IR drop assume default switching activity.
