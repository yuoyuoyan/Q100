==> flow/design.v <==
module fir_single_chan (
  input clk,
  input rst,
  output logic [15:0] data_addr_rd_o,
  output logic [15:0] data_addr_wr_o,
  input  logic [15:0] data_din_i,
  output logic [15:0] data_dout_o,
  output logic        data_we_o,
  output logic        done_intr
);
localparam TAP_NUM = 10;
localparam TAP_WIDTH = 16;
localparam DATA_NUM = 65536;
localparam DATA_WIDTH = 16;
logic [TAP_WIDTH-1:0] tap[TAP_NUM-1:0];
always_ff @(posedge clk) begin
  if(rst) begin
    tap[0] <= 'd0;
    tap[1] <= 'd7;
    tap[2] <= 'd24;
    tap[3] <= 'd43;
    tap[4] <= 'd55;
    tap[5] <= 'd55;
    tap[6] <= 'd43;
    tap[7] <= 'd24;
    tap[8] <= 'd7;
    tap[9] <= 'd0;
  end
end
logic [21:0] data_vld_d;
always_ff @(posedge clk)
  if(rst) data_vld_d <= 22'h0;
  else data_vld_d <= {data_vld_d[20:0], !done_intr};
logic [DATA_WIDTH-1:0] data[2*TAP_NUM-3:0];
always_ff @(posedge clk)
  if(rst) data[0] <= 'h0;
  else if(!done_intr) data[0] <= data_din_i;
always_ff @(posedge clk) begin
  if(rst) 
    data_addr_rd_o <= 0;
  else if(!done_intr)
    data_addr_rd_o <= data_addr_rd_o + 1;
end
generate
  for(genvar i=1; i<2*TAP_NUM-2; i++) begin : data_buf
    always_ff @(posedge clk)
	  if(rst) data[i] <= 'h0;
	  else data[i] <= data[i-1];
  end
endgenerate
logic [24:0] A[TAP_NUM-1:0];
logic [17:0] B[TAP_NUM-1:0];
logic [47:0] M[TAP_NUM-1:0];
logic [47:0] P[TAP_NUM-1:0];
logic [47:0] PCOUT[TAP_NUM-1:0];
logic [47:0] PCIN[TAP_NUM-1:0];
always_ff @(posedge clk) begin
  if(!done_intr) A[0] <= $signed(data_din_i);
  else A[0] <= 0;
  B[0] <= tap[0];
  M[0] <= $signed(A[0]) * $signed(B[0]);
  P[0] <= M[0];
  PCOUT[0] <= M[0];
end
generate
  for(genvar i=1; i<TAP_NUM-1; i++) begin : DSP_chain
    assign PCIN[i] = PCOUT[i-1];
    always_ff @(posedge clk) begin
	  A[i] <= $signed(data[2*i-1]);
	  B[i] <= tap[i];
	  M[i] <= $signed(A[i]) * $signed(B[i]);
	  P[i] <= PCIN[i] + M[i];
	  PCOUT[i] <= PCIN[i] + M[i];
	end
  end
endgenerate
assign PCIN[TAP_NUM-1] = PCOUT[TAP_NUM-2];
always_ff @(posedge clk) begin
  A[TAP_NUM-1] <= $signed(data[2*TAP_NUM-3]);
  B[TAP_NUM-1] <= tap[TAP_NUM-1];
  M[TAP_NUM-1] <= $signed(A[TAP_NUM-1]) * $signed(B[TAP_NUM-1]);
  P[TAP_NUM-1] <= PCIN[TAP_NUM-1] + M[TAP_NUM-1];
end
logic [16:0] count_result;
always_ff @(posedge clk) begin
  if(rst) begin
    data_dout_o <= 16'h0;
    data_we_o <= 1'b0;
	data_addr_wr_o <= 16'hffff;
	count_result <= 'd0;
	done_intr <= 1'b0;
  end
  else if(data_vld_d[21] & !done_intr) begin
    data_dout_o <= P[TAP_NUM-1][23:8];
	data_we_o <= 1'b1;
	data_addr_wr_o <= data_addr_wr_o + 1;
    if(count_result==(DATA_NUM-1))
	  done_intr <= 1'b1;
	count_result <= count_result + 1;
  end
  else begin
    data_we_o <= 1'b0;
  end
end
endmodule
==> flow/run.sh <==
#!/bin/bash
# OpenROAD 26Q1-2900-gdf79404cd8, Yosys 0.63+post, stock flow scripts
make -C /OpenROAD-flow-scripts/flow DESIGN_CONFIG=/design/flow/config.mk WORK_HOME=/design/flow/orfs finish
==> flow/config.mk <==
export PLATFORM = sky130hd
export DESIGN_NAME = fir_single_chan
export DESIGN_NICKNAME = fir_single_chan
export VERILOG_FILES = /design/flow/design.v
export SDC_FILE = /design/flow/constraint.sdc
export NUM_CORES = 4
export LEC_CHECK = 1
export CORE_UTILIZATION = 50
==> flow/constraint.sdc <==
current_design fir_single_chan

set clk_period 8.1
set clk_io_pct 0.2

create_clock -name clk0 -period $clk_period [get_ports {clk}]

set non_clock_inputs [all_inputs -no_clocks]
set_input_delay [expr $clk_period * $clk_io_pct] -clock clk0 $non_clock_inputs
set_output_delay [expr $clk_period * $clk_io_pct] -clock clk0 [all_outputs]
==> reports/metrics.csv <==
metric,value,unit
syn-cell-area,41500,sq um
grt_pass1_vias,26200,
wl_per_cell,14.4,um
yosysWarnings,9,
cpMaxStageDelayCell,fa_1,
postSynthAreaPerCell,10.0,sq um
fin_crit_sh,52.4,%
clk_pin_slew_worst_paths,0.06,ns
setup_slack,3.85,ns
routabilityCongestion,0.899,
die_height,290,um
cts_setup_buffers,0,
fin_worst_skew,0.0438,ns
finalWirelength,77600,um
crit_path_frequent_cell,ha_1,
edf_count,0,
pre_cts_slack,3.83,ns
power_leakage,22.5,nW
slew_headroom,52.4,%
cpPeakStageDelay,0.53,ns
grt_overflow_total,0,
clk_root_buffer_cell,clkbuf_16,
startpoint,A[4][4]$_DFF_P_,
antenna_left,0,
clock.fmax,235,MHz
endpoint_kind,flip-flop,
cp-start-kind,flip-flop,
most-common-layout-cells,"838 x dfxtp_1, 507 x ha_1, 488 x inv_1",
slew_viol_final,0,
fin_setup_tns,0,ns
setup_violations,0,
drt_iter0_drc,1104,
hold_viol_final,0,
io_buffers,67,
rsz0062_at_grt,no,
yosys.area.top_type,dfxtp_1,
synth.distinct_cells,90,
fp_util,50.5,%
syn_to_final_growth,11.9,%
drive_above_1_share,4.43,%
crit_chain,"ha_1, xor2_1, ha_1, a21o_1, fa_1, inv_1, fa_1, inv_1, ha_1, or3_1, a2111oi_0, o31a_1, o211ai_1, o311a_1, xor2_1",
drv_cap,0,
rows,105,
pwr-share-seq,47.5,%
ys_async_sr_fraction,0,%
route.vias.total,27000,
numCtsBuffers,90,
timing.rr.start,A[4][4]$_DFF_P_,
cts.repair.resized,0,
clock_sink_count,838,
warning_count,53,
cp_max_fo,5,
switching_power,0.00227,W
cts-hold-fix-buffers,0,
die_area,84100,sq um
fin_crit,4.25,ns
clockBufferDepth,3,
fillers,7102,
ys_seq_share,40.4,%
power_frac_clock,44.2,%
regArea,16800,sq um
power_frac_comb,8.3,%
n_antenna_cell,0,
synth_flop_count,838,
ys_area,41500,sq um
synthCells,4134,
min-delay-start,PCOUT[1][0]$_DFF_P_,
logic_area,22600,sq um
required,8.64,ns
first_pass_iters,5,
worstPathArrival,4.79,ns
ir_drop,0.162,mV
switching_share,24.0,%
avgViaCountPerCell,5.03,
core,82100,sq um
status,"complete, no violations",
tightest_slew,0.705,ns
grt_pass1_wl,131000,um
lay_top_count,dfxtp_1,
h-tree-depth,3,
hold_slack,0.314,ns
hold_path_class,flip-flop to flip-flop,
antenna_found_initial,0,
yosys_cells,4134,
r2r_slack,3.85,ns
worstSetupPathType,flip-flop to flip-flop,
p_int,0.00721,W
hpwl,60200,um
power.density,204,nW/um^2
synth.top_cell.area_share,40.4,%
grt_use_total,19.9,%
drc,0,
boundaryPins,68,
ys.flop_type,dfxtp_1,
topCellsByArea,"dfxtp_1 40%, ha_1 15%, fa_1 7.3%",
tritoncts,built,
grt_max_degree,90,
clk-insertion-delay-late,0.65,ns
dieWidth,290,um
per-layer routing:
layer	share of wire [%]	GRT usage, %	vias to the layer above
li1	-	-	14100
met5	0	0	-
met2	46	32.1	293
met1	48	30.0	12500
met3	3.2	2.64	112
met4	2.3	3.96	0
power by group through the flow:
stage | Sequential, W | Clock (W) | Combinational [W]
5_1_grt | 0.00453 | 0.00449 | 0.000890
4_1_cts | 0.00452 | 0.00431 | 0.000791
6_report | 0.00450 | 0.00419 | 0.000785
sequential cells by signal (all words and copies together), names as in the netlist:
register	flops
M	170
data_addr_wr_o	16
PCIN	159
data	256
P	16
data_we_o	1
data_vld_d	22
PCOUT	20
data_dout_o	16
done_intr	1
A	128
data_addr_rd_o	16
count_result	17
stage by stage:
stage | area [sq um] | util (%) | std cells | total power, W
after floorplan | 41500 | - | 4134 | 0.00514
after global placement | 43300 | 52.7 | 5213 | 0.00539
after detailed placement | 43300 | 52.7 | 5213 | 0.00539
after CTS | 46400 | 56.5 | 5377 | 0.00962
after global routing | 46400 | 56.5 | 5377 | 0.00991
final | 46400 | 56.5 | 5377 | 0.00948
cells by family (layout without fill, tap and decap cells):
family                     Yosys count  in the layout  synth area share [%]
buffers and inverters              554            727                  5.02
DFF                                838            838                  40.4
muxes                               27             27                 0.652
and+or+nand+nor                    949            949                  12.0
AOI/OAI and AO/OA                  774            774                  12.2
adders and majority gates          659            659                  22.6
xor gates and xnor gates           333            333                  7.03
worst max-delay path: cells and delay by family (launching register included):
family | cells | cell delay [ns]
xor gates and xnor gates | 2 | 0.31
and+or+nand+nor | 1 | 0.43
buffers and inverters | 2 | 0.09
AOI/OAI and AO/OA | 5 | 1.23
adders and majority gates | 5 | 1.70
DFF | 1 | 0.42
cells in the mapped netlist (all sizes together), types with 5 or more instances:
| master | count |
|---|---|
| and4 | 7 |
| ha | 507 |
| o311ai | 6 |
| nor3b | 7 |
| nand3b | 5 |
| o21a | 52 |
| or3 | 23 |
| nor3 | 49 |
| dfxtp | 838 |
| o2111ai | 6 |
| xnor2 | 220 |
| o21bai | 40 |
| xor2 | 113 |
| o31ai | 10 |
| o21ai | 134 |
| o22ai | 9 |
| a21o | 120 |
| buf | 14 |
| a31oi | 24 |
| clkbuf | 52 |
| inv | 488 |
| mux2i | 27 |
| a211oi | 22 |
| nand3 | 61 |
| a41oi | 11 |
| or2 | 10 |
| nand2b | 46 |
| a221oi | 7 |
| nand2 | 166 |
| and2 | 18 |
| a211o | 7 |
| a31o | 6 |
| o41ai | 6 |
| nor2b | 288 |
| nor2 | 189 |
| fa | 152 |
| o31a | 11 |
| nand4 | 34 |
| a2111oi | 12 |
| o211ai | 15 |
| and3 | 31 |
| a21oi | 244 |
| nor4 | 8 |
worst paths after layout:
kind / to / depth (start not counted)
worst min-delay path: PCIN[3][0]$_DFF_P_ / 0
worst max register to register: M[4][22]$_DFF_P_ / 15
worst min register to register: PCIN[3][0]$_DFF_P_ / 0
worst max-delay path: M[4][22]$_DFF_P_ / 15
cell type report:
cell class	count	share of cell area [%]
Sequential cell	838	36.2
Clock inverter	44	1.26
Multi-Input combinational cell	2742	48.8
Timing Repair Buffer	75	1.59
Inverter	488	3.95
Clock buffer	120	5.40
Tap cell	1070	2.89
Power is estimated from default activity; no workload was simulated.
