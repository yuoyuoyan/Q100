**/design/flow/constraint.sdc**
```tcl
current_design fir_single_dsp

set clk_period 21.3
set clk_io_pct 0.2

create_clock -name clk0 -period $clk_period [get_ports {clk}]

set non_clock_inputs [all_inputs -no_clocks]
set_input_delay [expr $clk_period * $clk_io_pct] -clock clk0 $non_clock_inputs
set_output_delay [expr $clk_period * $clk_io_pct] -clock clk0 [all_outputs]
```
**/design/flow/config.mk**
```make
export PLATFORM = sky130hd
export DESIGN_NAME = fir_single_dsp
export DESIGN_NICKNAME = fir_single_dsp
export VERILOG_FILES = /design/flow/design.v
export SDC_FILE = /design/flow/constraint.sdc
export NUM_CORES = 4
export LEC_CHECK = 1
export CORE_UTILIZATION = 50
```
**/design/flow/run.sh**
```bash
#!/bin/bash
# OpenROAD 26Q1-2900-gdf79404cd8, Yosys 0.63+post, stock flow scripts
make -C /OpenROAD-flow-scripts/flow DESIGN_CONFIG=/design/flow/config.mk WORK_HOME=/design/flow/orfs finish
```
**/design/flow/design.v**
```verilog
module fir_single_dsp (
  input clk,
  input rst,
  output logic [15:0] data_addr_rd_o,
  output logic [15:0] data_addr_wr_o,
  input  logic [15:0] data_din_i,
  output logic [15:0] data_dout_o,
  output logic        data_we_o,
  output logic        done_intr
);
localparam TAP_NUM = 10;
localparam TAP_WIDTH = 16;
localparam DATA_NUM = 65536;
localparam DATA_WIDTH = 16;
logic [TAP_WIDTH-1:0] tap_loop[TAP_NUM:0];
logic [DATA_WIDTH-1:0] data_loop[TAP_NUM-1:0];
always_ff @(posedge clk) begin
  if(rst) begin
    tap_loop[0] <= 'd0;
    tap_loop[1] <= 'd7;
    tap_loop[2] <= 'd24;
    tap_loop[3] <= 'd43;
    tap_loop[4] <= 'd55;
    tap_loop[5] <= 'd55;
    tap_loop[6] <= 'd43;
    tap_loop[7] <= 'd24;
    tap_loop[8] <= 'd7;
    tap_loop[9] <= 'd0;
	tap_loop[10]<= 'd0;
  end
  else if(!done_intr) begin
    tap_loop[0] <= tap_loop[10];
    tap_loop[1] <= tap_loop[0];
    tap_loop[2] <= tap_loop[1];
    tap_loop[3] <= tap_loop[2];
    tap_loop[4] <= tap_loop[3];
    tap_loop[5] <= tap_loop[4];
    tap_loop[6] <= tap_loop[5];
    tap_loop[7] <= tap_loop[6];
    tap_loop[8] <= tap_loop[7];
    tap_loop[9] <= tap_loop[8];
	tap_loop[10]<= tap_loop[9];
  end
end
generate
  for(genvar i=1; i<TAP_NUM; i++) begin : looping
	always @(posedge clk) 
	  if(rst) data_loop[i] <= 0;
	  else if(!done_intr) data_loop[i] <= data_loop[i-1];
  end
endgenerate
logic [7:0] count_loop;
logic [7:0] count_initial_load;
always_ff @(posedge clk) begin
  if(rst) 
    data_addr_rd_o <= 0;
  else if((count_initial_load <= TAP_NUM) | (count_loop == TAP_NUM))
    data_addr_rd_o <= data_addr_rd_o + 1;
end
always_ff @(posedge clk) begin
  if(rst) begin
	count_loop <= 8'd0;
	count_initial_load <= 8'd0;
	data_loop[0] <= 'h0;
  end
  else if(count_initial_load <= TAP_NUM) begin
    count_initial_load <= count_initial_load + 8'd1;
	count_loop <= (count_loop == TAP_NUM) ? 8'd0 : count_loop + 8'd1;
	data_loop[0] <= data_din_i;
  end
  else if(!done_intr) begin
	count_loop <= (count_loop == TAP_NUM) ? 8'd0 : count_loop + 8'd1;
	data_loop[0] <= (count_loop == 0) ? data_din_i : data_loop[TAP_NUM-1];
  end
  else begin
    count_initial_load <= TAP_NUM;
	count_loop <= 8'd0;
  end
end
logic [26:0] A;
logic [17:0] B;
logic [47:0] M;
logic [47:0] P;
logic OPMODE;
logic [7:0] count_loop_d, count_loop_dd, count_loop_ddd;
always_ff @(posedge clk) begin
  count_loop_d <= count_loop;
  count_loop_dd <= count_loop_d;
  count_loop_ddd <= count_loop_dd;
  if( (count_loop_dd == 0) | (count_loop_dd == TAP_NUM)) OPMODE <= 1'b0;
  else OPMODE <= 1'b1;
end
always_ff @(posedge clk) begin
  A <= {{(27-DATA_WIDTH){data_loop[0][DATA_WIDTH-1]}}, data_loop[0]};
  B <= {{(18-TAP_WIDTH){tap_loop[0][TAP_WIDTH-1]}}, tap_loop[0]};
  M <= $signed(A) * $signed(B);
  P <= (OPMODE==1'b1) ? (P+M) : M;
end
logic [16:0] count_result;
always_ff @(posedge clk) begin
  if(rst) begin
    data_dout_o <= 16'h0;
    data_we_o <= 1'b0;
	data_addr_wr_o <= 16'hffff;
	count_result <= 'd0;
	done_intr <= 1'b0;
  end
  else if(count_loop_ddd == TAP_NUM) begin
    data_dout_o <= P[23:8];
	data_we_o <= 1'b1;
	data_addr_wr_o <= data_addr_wr_o + 1;
    if(count_result==(DATA_NUM-1))
	  done_intr <= 1'b1;
	count_result <= count_result + 1;
  end
  else begin
    data_we_o <= 1'b0;
  end
end
endmodule
```
==> results.sh <==
# yosys + openroad results
export IMPL_outcome="finished clean"
export IMPL_postCtsResizedCells=0
export IMPL_ant_nets=0
export IMPL_clkSlewWorstSetupHoldPaths_ns=0.06
export IMPL_dp_hpwl_um=32000
export IMPL_path_class="flop to flop"
export IMPL_io_pins=68
export IMPL_clock_skew_ns=0.01613
export IMPL_port_buffers=67
export IMPL_gr_total_overflow=0
export IMPL_grt_max_degree=138
export IMPL_grtUsageMet2=0.2801
export IMPL_ff2ff_path_depth=20
export IMPL_maxSlewViolCount=0
export IMPL_seq_area_frac_synth=0.3974
export IMPL_firstDrtPassIters=5
export IMPL_crit_chain="and2_1 -> fa_1 -> inv_1 -> fa_1 -> inv_1 -> fa_1 -> inv_1 -> fa_1 -> inv_1 -> fa_1 -> inv_1 -> fa_1 -> inv_1 -> ha_1 -> nand3_1 -> o31ai_1 -> a31oi_1 -> o21ai_0 -> o22ai_1 -> xnor2_1"
export IMPL_async_flop_share=0
export IMPL_ff_type="dfxtp_1"
export IMPL_ys_cells=2673
export IMPL_hold_end="count_loop_dd[5]"
export IMPL_grt_setup_unrepaired="false"
export IMPL_n_antenna_cell=0
export IMPL_ir_worst_vdd_mv=0.06077
export IMPL_antenna_found_initial=0
export IMPL_crit_required_ns=21.75
export IMPL_die_h_um=231.8
export IMPL_root_buffer="clkbuf_16"
export IMPL_path_delay_family="adder cells"
export IMPL_htree_levels=2
export IMPL_chipWidth_um=231.8
export IMPL_cp_arrival_ns=6.64
export IMPL_gp_congestion=0.8711
export IMPL_whs_path_depth=0
export IMPL_grtUsageTotal=0.1919
export IMPL_period_used=0.2905
export IMPL_cp_max_fo=16
export IMPL_dieArea_um2=53720
export IMPL_synth_edff_count=0
export IMPL_worst_slew_pin_slew_ns=0.8091
export IMPL_synth_avg_cell_area_um2=9.875
export IMPL_crit_path_start_kind="flop"
export IMPL_dp_slack_ns=14.70
export IMPL_synth_cell_types=67
export IMPL_area_delta_synth_final_pct=11.66
export IMPL_cp_depth=20
export IMPL_met3_usage=0.05579
export IMPL_setup_tns_ns=0
export IMPL_clockBufferDepth=3
export IMPL_cts_sinks=524
export IMPL_vias=17070
export IMPL_placed_area_um2=27580
export IMPL_postCtsHoldBufs=0
export IMPL_slew_headroom=0.4598
export IMPL_yosysWarnings=3
export IMPL_crit_buf_inv=6
export IMPL_warning_count=32
export IMPL_hp_class="flop to flop"
export IMPL_drc=0
export IMPL_num_rows=83
export IMPL_syn_area_um2=26400
export IMPL_timing_hold_ws_ns=0.3279
export IMPL_drt_iter0_drc=875
export IMPL_critPathCaptureType="flop"
export IMPL_p_leak_nw=12.02
export IMPL_timing_rr_start="A[5]"
export IMPL_yosysChipArea_um2=26400
export IMPL_first_global_vias=16640
export IMPL_fp_util=0.5104
export IMPL_vias_per_cell=5.013
export IMPL_drive_gt1_frac=0.05539
export IMPL_clkLatencyLatePin_ns=0.59
export IMPL_numSynthFlops=524
export IMPL_tritoncts="yes"
export IMPL_grt_util_met1=0.2999
export IMPL_timing_fmax_mhz=161.6
export IMPL_post_cts_buffers=0
export IMPL_grt_pass1_wl_um=80670
export IMPL_cp_slowest_stage_delay_ns=0.57
export IMPL_finalHoldViolCount=0
export IMPL_busiest_layer="met1"
export IMPL_wl_per_cell_um=13.94
export IMPL_cpMaxStageDelayCell="dfxtp_1"
export IMPL_p_per_area_nw_per_um2=72.79
export IMPL_cap_violations=0
export IMPL_period_needed_ns=6.189
export IMPL_worstHoldStart="count_loop_d[5]"
export IMPL_rrSetupSlack_ns=15.11
export IMPL_cts_buffers=53
export IMPL_fin_area_um2=29470
export IMPL_setup_ws_ns=15.11
export IMPL_totalPowerFinal_mw=2.145
export IMPL_routed_wl_um=47500
export IMPL_core_um2=51720
export IMPL_synthCells=2673
export IMPL_worstReg2RegEnd="M[23]"
export IMPL_setup_violations=0
state kept, by name, summed over array words and instances (netlist names):
register and flops:
data_addr_rd_o 16, M 24, done_intr 1, data_loop 160, count_loop 8, count_loop_d 8, data_addr_wr_o 16, count_loop_dd 8
count_result 17, tap_loop 176, count_initial_load 8, B 16, data_we_o 1, count_loop_ddd 8, OPMODE 1, data_dout_o 16
A 16, P 24
worst max-delay path by stage:
| stage | start | end | slack (ns) |
|---|---|---|---|
| 4_1_cts | done_intr | done_intr | 15.08 |
| 5_1_grt | A[5] | M[23] | 14.79 |
| 6_report | A[5] | M[23] | 15.11 |
power by group:
group / internal, mW / leakage, nW / switching [mW]
Clock: 0.589 / 0.929 / 0.387
Sequential: 1.01 / 4.26 / 0.0279
Combinational: 0.0592 / 6.83 / 0.0701
Yosys cell counts (all sizes together), types with 3 or more instances:
cell | n | area share
a21o | 11 | 0.0032
and3 | 12 | 0.0028
o21bai | 6 | 0.0017
nor4b | 3 | 0.0010
o211ai | 3 | 0.00085
buf | 37 | 0.0056
and2 | 119 | 0.028
xnor2 | 59 | 0.020
nand2b | 14 | 0.0033
a21boi | 3 | 0.00085
a31oi | 5 | 0.0014
or3 | 7 | 0.0017
mux2 | 14 | 0.0060
inv | 273 | 0.039
nand3 | 25 | 0.0047
o21ai | 30 | 0.0058
o21a | 7 | 0.0020
xor2 | 41 | 0.014
a311oi | 4 | 0.0013
nor2b | 36 | 0.0085
nand4 | 13 | 0.0033
fa | 188 | 0.14
nor3 | 17 | 0.0032
nor4 | 7 | 0.0017
ha | 105 | 0.050
a211o | 28 | 0.0093
mux2i | 310 | 0.12
a211oi | 21 | 0.0060
nand2 | 182 | 0.026
a21oi | 51 | 0.010
nor2 | 386 | 0.055
dfxtp | 524 | 0.40
clkbuf | 95 | 0.014
or3b | 6 | 0.0020
worst reg2reg max path: stages, from the launching register on:
cell and delay [ns]:
dfxtp_1 0.57, and2_1 0.30, fa_1 0.53, inv_1 0.05, fa_1 0.53, inv_1 0.05, fa_1 0.49, inv_1 0.05
fa_1 0.47, inv_1 0.06, fa_1 0.53, inv_1 0.05, fa_1 0.52, inv_1 0.04, ha_1 0.36, nand3_1 0.10
o31ai_1 0.57, a31oi_1 0.22, o21ai_0 0.29, o22ai_1 0.15, xnor2_1 0.14
cell families (layout without fill, tap and decap cells):
logic type               after synthesis  count (layout)  synth area share
AND-OR/OR-AND                        189             189           0.05081
AND/OR/NAND/NOR                      838             838            0.1448
adder cells (fa/ha/maj)              293             293            0.1923
XOR/XNOR                             100             100           0.03318
buffers and inverters                405             458           0.05792
multiplexers                         324             324            0.1235
flip-flops                           524             524            0.3974
layout make-up:
class / count / area, um2
clock buffer: 72 / 1519
sequential: 524 / 10490
multi-input combinational: 1744 / 14380
inverter: 273 / 1025
timing repair buffer: 85 / 835.8
clock inverter: 28 / 371.6
fill: 4360 / 22240
tap: 680 / 850.8
metrics by stage:
step | util | std cells
6_report | 0.5699 | 3406
5_1_grt | 0.5699 | 3406
4_1_cts | 0.5699 | 3406
3_5_place_dp | 0.5333 | 3306
3_3_place_gp | 0.5333 | 3306
2_1_floorplan | - | 2673
layout by cell type (no fill, tap or decap), types with 41 or more instances in the layout:
master	Yosys	layout
a21oi_1	48	48
and2_1	119	119
clkbuf_16	0	54
clkdlybuf4s50_1	0	66
dfxtp_1	524	523
fa_1	188	188
ha_1	105	105
inv_1	273	273
mux2i_1	310	310
nand2_1	182	182
nor2_1	386	386
xnor2_1	59	59
xor2_1	41	41
layer usage:
metal  up-vias  part of all wire
met5         -                 0
met4         0             0.022
met3        77             0.059
met2       310              0.44
met1      8069              0.48
li1       8617                 -
Power figures rest on the tool's default switching activity, not on a simulated workload.
