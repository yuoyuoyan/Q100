--- design/flow/run.sh ---
#!/bin/bash
# OpenROAD 26Q1-2900-gdf79404cd8, Yosys 0.63+post, stock flow scripts
make -C /OpenROAD-flow-scripts/flow DESIGN_CONFIG=/design/flow/config.mk WORK_HOME=/design/flow/orfs finish
--- design/flow/config.mk ---
export PLATFORM = sky130hd
export DESIGN_NAME = fir_sym_chan
export DESIGN_NICKNAME = fir_sym_chan
export VERILOG_FILES = /design/flow/design.v
export SDC_FILE = /design/flow/constraint.sdc
export NUM_CORES = 4
export LEC_CHECK = 1
export CORE_UTILIZATION = 40
--- design/flow/constraint.sdc ---
current_design fir_sym_chan

set clk_period 14.1
set clk_io_pct 0.2

create_clock -name clk0 -period $clk_period [get_ports {clk}]

set non_clock_inputs [all_inputs -no_clocks]
set_input_delay [expr $clk_period * $clk_io_pct] -clock clk0 $non_clock_inputs
set_output_delay [expr $clk_period * $clk_io_pct] -clock clk0 [all_outputs]
--- design/flow/design.v ---
module fir_sym_chan (
  input clk,
  input rst,
  output logic [15:0] data_addr_rd_o,
  output logic [15:0] data_addr_wr_o,
  input  logic [15:0] data_din_i,
  output logic [15:0] data_dout_o,
  output logic        data_we_o,
  output logic        done_intr
);
localparam TAP_NUM = 10;
localparam TAP_WIDTH = 16;
localparam DATA_NUM = 256;
localparam DATA_WIDTH = 16;
localparam TAP_NUM_HALF = TAP_NUM >> 1;
logic [TAP_WIDTH-1:0] tap[TAP_NUM_HALF-1:0];
always_ff @(posedge clk) begin
  if(rst) begin
    tap[0] <= 'd0;
    tap[1] <= 'd7;
    tap[2] <= 'd24;
    tap[3] <= 'd43;
    tap[4] <= 'd55;
  end
end
logic [21:0] data_vld_d;
always_ff @(posedge clk)
  if(rst) data_vld_d <= 22'h0;
  else data_vld_d <= {data_vld_d[20:0], !done_intr};
logic [DATA_WIDTH-1:0] data[2*TAP_NUM-3:0];
always_ff @(posedge clk)
  if(rst) data[0] <= 'h0;
  else if(!done_intr) data[0] <= data_din_i;
always_ff @(posedge clk) begin
  if(rst) 
    data_addr_rd_o <= 0;
  else if(!done_intr)
    data_addr_rd_o <= data_addr_rd_o + 1;
end
generate
  for(genvar i=1; i<2*TAP_NUM-2; i++) begin : data_buf
    always_ff @(posedge clk)
	  if(rst) data[i] <= 'h0;
	  else data[i] <= data[i-1];
  end
endgenerate
logic [26:0] A[TAP_NUM_HALF-1:0];
logic [17:0] B[TAP_NUM_HALF-1:0];
logic [26:0] D[TAP_NUM_HALF-1:0];
logic [47:0] M[TAP_NUM_HALF-1:0];
logic [47:0] P[TAP_NUM_HALF-1:0];
logic [47:0] PCOUT[TAP_NUM_HALF-1:0];
logic [47:0] PCIN[TAP_NUM_HALF-1:0];
always_ff @(posedge clk) begin
  if(!done_intr) A[0] <= $signed(data_din_i);
  else A[0] <= 0;
  D[0] <= $signed(data[TAP_NUM-2]);
  B[0] <= tap[0];
  M[0] <= ($signed(A[0]) + $signed(D[0])) * $signed(B[0]);
  P[0] <= M[0];
  PCOUT[0] <= M[0];
end
generate
  for(genvar i=1; i<TAP_NUM_HALF-1; i++) begin : DSP_chain
    assign PCIN[i] = PCOUT[i-1];
    always_ff @(posedge clk) begin
	  A[i] <= $signed(data[2*i-1]);
	  D[i] <= $signed(data[TAP_NUM-2]);
	  B[i] <= tap[i];
	  M[i] <= ($signed(A[i]) + $signed(D[i])) * $signed(B[i]);
	  P[i] <= PCIN[i] + M[i];
	  PCOUT[i] <= PCIN[i] + M[i];
	end
  end
endgenerate
assign PCIN[TAP_NUM_HALF-1] = PCOUT[TAP_NUM_HALF-2];
always_ff @(posedge clk) begin
  A[TAP_NUM_HALF-1] <= $signed(data[2*TAP_NUM_HALF-3]);
  D[TAP_NUM_HALF-1] <= $signed(data[TAP_NUM-2]);
  B[TAP_NUM_HALF-1] <= tap[TAP_NUM_HALF-1];
  M[TAP_NUM_HALF-1] <= ($signed(A[TAP_NUM_HALF-1]) + $signed(D[TAP_NUM_HALF-1])) * $signed(B[TAP_NUM_HALF-1]);
  P[TAP_NUM_HALF-1] <= PCIN[TAP_NUM_HALF-1] + M[TAP_NUM_HALF-1];
end
logic [16:0] count_result;
always_ff @(posedge clk) begin
  if(rst) begin
    data_dout_o <= 16'h0;
    data_we_o <= 1'b0;
	data_addr_wr_o <= 16'hffff;
	count_result <= 'd0;
	done_intr <= 1'b0;
  end
  else if(data_vld_d[16] & !done_intr) begin
    data_dout_o <= P[TAP_NUM_HALF-1][23:8];
	data_we_o <= 1'b1;
	data_addr_wr_o <= data_addr_wr_o + 1;
    if(count_result==(DATA_NUM-1))
	  done_intr <= 1'b1;
	count_result <= count_result + 1;
  end
  else begin
    data_we_o <= 1'b0;
  end
end
endmodule
==> flow_metrics.py <==
# Auto-generated metrics
metrics = {
    "run_status": {
        "outcome": "completed",
    },
    "placement": {
        "place_hpwl_mm": 36.8,
        "place_congestion": 0.905,
        "io_buffers": 67,
        "dpl_worst_slack_ns": 7.62,
        "placed_area_um2": 26300,
    },
    "synthesis": {
        "ys_seq_share_pct": 38.9,
        "yosysCellCount": 2485,
        "ys_ff": 482,
        "synth-edff-count": 0,
        "synth_cells": 2485,
        "yosys.cell_types.count": 79,
        "ff_type": "dfxtp_1",
        "syn_area_per_cell_um2": 9.98,
        "yosys_warnings": 10,
        "ys_area_um2": 24800,
        "syn_area_um2": 24800,
        "synthArstFlopShare_pct": 0,
    },
    "clock_tree": {
        "cts_setup_buffers": 0,
        "cts_hold_buf": 0,
        "h-tree-depth": 2,
        "cts_tree": "yes",
        "clkLatencyLatePin_ns": 0.62,
        "clkSlewWorstSetupHoldPaths_ns": 0.06,
        "clockBufferDepth": 3,
        "cts_resized": 0,
        "numClockSinks": 482,
        "cts-buffers-inserted": 50,
        "cts-root-buf": "clkbuf_16",
    },
    "power": {
        "irDropWorstVdd_mv": 0.104,
        "p_per_area_nw_per_um2": 110,
        "leakagePower_nw": 13.6,
    },
    "final_timing": {
        "max_slew_margin_pct": 48.6,
        "timing_hold_violations_final": 0,
        "worst_pin_slew_ns": 0.771,
        "tns_ns": 0,
        "finalMaxSlewViolations": 0,
        "post-route-min-period_ns": 6.56,
        "fmax_mhz": 153,
        "timing.final.crit_share_pct": 46.5,
        "skew_ns": 0.0519,
        "rsz0062_at_grt": "no",
        "final-setup-viol-count": 0,
        "fin_ws_ns": 7.54,
    },
    "routing": {
        "n_antenna_cell": 0,
        "drtAntennaViolNets": 0,
        "wl_mm": 47.3,
        "wl_per_cell_um": 14.0,
        "drt_iter0_markers": 797,
        "vias_per_cell": 4.80,
        "drt_drc_violations_left": 0,
        "drt_pass1_iterations": 5,
        "vias": 16300,
    },
    "die": {
        "coreArea_um2": 60800,
        "dieArea_um2": 63000,
        "io_pins": 68,
        "fp-utilization_pct": 40.8,
        "fp.dieH_um": 251,
        "die-width_um": 251,
        "row_count": 90,
    },
    "setup_path": {
        "path_class": "reg2reg",
        "worstPathRequired_ns": 14.59,
        "worstPathMaxFanout": 7,
        "critPathLaunchType": "register",
        "end_kind": "register",
        "r2r_cells": 26,
        "cp.arrival_ns": 7.05,
    },
    "global_routing": {
        "antenna_found_initial": 0,
        "grtUsageTotal_pct": 16.1,
        "grt_pass1_wl_mm": 79.7,
        "grt-ovfl-total": 0,
        "grt_start_max_net_pins": 87,
        "grt_pass1_vias": 16200,
    },
    "layout": {
        "final_cell_area_um2": 28100,
        "area_growth_pct": 13.3,
        "drive_gt1_share_pct": 4.56,
        "utilization_pct": 46.2,
    },
    "flow_run": {
        "drv_cap": 0,
        "tool_warnings": 32,
    },
    "hold_path": {
        "hold_depth": 0,
        "hold_path_class": "reg2reg",
    },
}
==> cell type report <==
type | count | area, um2
clock buffers | 65 | 1410
clock inverters | 24 | 340
fillers | 5515 | 32700
inverters | 244 | 916
multi-input cells | 1721 | 14100
flip-flops and latches | 482 | 9650
well taps | 782 | 978
repair buffers | 71 | 702
==> power breakdown <==
group | switching, mW | total, mW | leakage, nW | internal, mW
sequential | 0.0342 | 1.48 | 3.93 | 1.44
clock | 0.550 | 1.37 | 0.859 | 0.818
combinational | 0.145 | 0.252 | 8.85 | 0.107
==> cell usage after synthesis, drive strengths merged (4+ instances only) <==
cell / instances / share of area (%)
a2111oi: 4 / 0.22
a211o: 5 / 0.18
a211oi: 8 / 0.26
a21boi: 5 / 0.15
a21o: 71 / 2.1
a21oi: 133 / 2.7
a221oi: 5 / 0.18
a31oi: 19 / 0.50
and2: 11 / 0.28
and3: 23 / 0.58
and4: 8 / 0.28
buf: 4 / 0.066
clkbuf: 34 / 0.51
dfxtp: 482 / 39
fa: 91 / 7.3
ha: 308 / 16
inv: 244 / 3.7
mux2: 6 / 0.30
mux2i: 19 / 0.77
nand2: 119 / 1.8
nand2b: 29 / 0.73
nand3: 39 / 0.79
nand3b: 4 / 0.12
nand4: 16 / 0.40
nor2: 157 / 2.4
nor2b: 165 / 4.2
nor3: 37 / 0.75
nor4: 7 / 0.18
o2111ai: 5 / 0.18
o211ai: 5 / 0.15
o21a: 28 / 0.85
o21ai: 79 / 1.6
o21bai: 23 / 0.70
o311ai: 4 / 0.21
o31a: 8 / 0.28
o31ai: 6 / 0.20
o41ai: 6 / 0.33
or2: 5 / 0.13
or3: 9 / 0.23
xnor2: 135 / 4.8
xor2: 85 / 3.0
==> cells by family after synthesis <==
logic type                 Yosys count  share of synthesized area, %
buffers and inverters              282                          4.27
and+or+nand+nor                    640                          13.2
adders and majority gates          399                          22.9
xor gates and xnor gates           220                          7.80
muxes                               25                          1.07
DFF                                482                          38.9
AOI/OAI and AO/OA                  437                          11.9
==> through the flow <==
stage	total power, mW	instances	hold WS [ns]
3_5_place_dp	1.76	3300	0.312
5_1_grt	3.24	3389	0.322
2_1_floorplan	1.68	2485	0.310
3_3_place_gp	1.76	3300	0.311
6_report	3.10	3389	0.317
4_1_cts	3.14	3389	0.320
==> registers in the layout (all words and copies together), names as in the netlist <==
signal and flops:
A 64, D 16, M 89, P 16
PCIN 48, PCOUT 21, count_result 17, data 144
data_addr_rd_o 16, data_addr_wr_o 16, data_dout_o 16, data_vld_d 17
data_we_o 1, done_intr 1
==> worst max-delay path, stage by stage (launching register included) <==
cell and delay, ns:
dfxtp_1 0.53, inv_1 0.16, fa_1 0.44, nor2b_1 0.15
o31a_1 0.18, o31a_1 0.21, nor2_1 0.08, o221ai_1 0.34
a21o_1 0.21, a21o_1 0.12, a21oi_1 0.09, xnor2_1 0.35
ha_1 0.30, ha_1 0.29, inv_1 0.07, fa_1 0.42
fa_1 0.49, inv_1 0.04, ha_1 0.39, nand2_1 0.08
nor2_1 0.08, a2111oi_0 0.07, o21bai_1 0.21, a221oi_1 0.11
or3_1 0.44, or4_1 0.48, o311ai_1 0.10
==> cell usage in the layout, fill, tap and decap left out, drive strengths merged, types with 16 or more instances in the layout <==
master	synthesis	routed
nand4	16	16
ha	308	308
nand2b	29	29
clkdlybuf4s50	0	66
and3	23	23
o21bai	23	23
xnor2	135	135
inv	244	247
a21oi	133	133
clkbuf	34	65
o21ai	79	79
nand2	119	119
mux2i	19	19
xor2	85	85
fa	91	91
nor3	37	37
a31oi	19	19
o21a	28	28
a21o	71	71
nor2b	165	165
nand3	39	39
nor2	157	157
dfxtp	482	482
==> metal layers <==
metal | GRT usage, % | up-vias | share of wire [%]
met5 | 0 | - | 0
met4 | 3.75 | 0 | 2.5
met3 | 3.50 | 71 | 5.3
met2 | 25.6 | 211 | 44
met1 | 23.1 | 7419 | 48
li1 | - | 8570 | -
==> worst paths after layout <==
path | from | endpoint | slack, ns
setup / recovery | D[4][1]$_DFF_P_ | M[3][23]$_DFF_P_ | 7.54
setup reg to reg | D[4][1]$_DFF_P_ | M[3][23]$_DFF_P_ | 7.54
hold / removal | data[8][6]$_SDFF_PP0_ | D[4][6]$_DFF_P_ | 0.32
hold reg to reg | data[8][6]$_SDFF_PP0_ | D[4][6]$_DFF_P_ | 0.32
No activity file was given, so power comes from the tool's default toggle rates.
