--- flow/run.sh ---
#!/bin/bash
# OpenROAD 26Q1-2900-gdf79404cd8, Yosys 0.63+post, stock flow scripts
make -C /OpenROAD-flow-scripts/flow DESIGN_CONFIG=/design/flow/config.mk WORK_HOME=/design/flow/orfs finish
--- flow/config.mk ---
export PLATFORM = sky130hd
export DESIGN_NAME = sound_player
export DESIGN_NICKNAME = sound_player
export VERILOG_FILES = /design/flow/design.v
export SDC_FILE = /design/flow/constraint.sdc
export NUM_CORES = 4
export LEC_CHECK = 1
export CORE_UTILIZATION = 50
--- flow/constraint.sdc ---
current_design sound_player

set clk_period 3.3
set clk_io_pct 0.2

create_clock -name clk0 -period $clk_period [get_ports {clk}]

set non_clock_inputs [all_inputs -no_clocks]
set_input_delay [expr $clk_period * $clk_io_pct] -clock clk0 $non_clock_inputs
set_output_delay [expr $clk_period * $clk_io_pct] -clock clk0 [all_outputs]
--- flow/design.v ---
module sound_player(
    input clk,
	input rst,
(* mark_debug *)	input        sw_play,  
	input        sw_sd,
(* mark_debug *)	output logic [15:0] data_addr,
(* mark_debug *)	input        [15:0] data_org_din,
(* mark_debug *)	input        [15:0] data_filtered_din,
(* mark_debug *)    output logic AUD_PWM,
(* mark_debug *)    output logic AUD_SD
);
logic [15:0] PWM_count;
always @(posedge clk)
    if(rst) PWM_count <= 16'd0;
    else if(PWM_count < 16'd512) PWM_count <= PWM_count + 16'd1;
    else PWM_count <= 16'd0;
always_ff @(posedge clk)
    if(rst) data_addr <= 16'h0;
	else data_addr <= (PWM_count==16'd511) ? data_addr + 1 : data_addr;
logic [15:0] PWM_thresh;
always_ff @(posedge clk)
    PWM_thresh <= sw_play ? data_filtered_din : data_org_din;
always @(posedge clk)
    if(rst) AUD_PWM <= 1'b0;
    else begin
        if(PWM_count<PWM_thresh) AUD_PWM <= 1'b1;
        else AUD_PWM <= 1'b0;
	end
assign AUD_SD = 1'b1;
endmodule
==> Flow_metrics.wiki <==
== Metrics ==
{| class="wikitable"
! Metric !! Value
|-
| Clock root buffer || sky130_fd_sc_hd__clkbuf_8
|-
| Yosys-reported design area after synthesis || 2330 um^2
|-
| Count of antenna-violating nets left after detailed routing || 0
|-
| Wirelength, routed || 4210 um
|-
| Yosys Instances || 244
|-
| Signed area change from the synthesized netlist to the final layout || 27.9%
|-
| Hold EP || PWM_count[0]
|-
| Routability congestion estimate || 0.811
|-
| Number of rows created at floorplan || 24
|-
| Number of max-slew violations in the final report || 0
|-
| Leakage power summed over all cells || 1.16 nW
|-
| Period utilisation layout || 0.686
|-
| Crit Path Category || reg -> reg
|-
| Xor and xnor area share after synthesis || 0.0226
|-
| Overall die area || 4940 um^2
|-
| Tally of yosys warning messages || 1
|-
| Synthesized instance count || 244
|-
| Beginning of the worst register-to-register path || PWM_count[11]
|-
| Wire length of the first global-routing pass || 7620 um
|-
| Diodes inserted || 0
|-
| Number of buffers added for setup after CTS || 0
|-
| Clock sink count || 49
|-
| Sum of overflow across all layers after global routing || 0
|-
| Clock tree skew after final layout || 6.72 ps
|-
| Total power density per cell area || 369 nW/um^2
|-
| Tool warnings || 27
|-
| CTS buffer count || 5
|-
| Required time at the worst-slack endpoint || 3540 ps
|-
| Critical Path Sink Type || flip-flop
|-
| Area fraction in mux cells || 0.0865
|-
| Number of hold-slack violations in the final timing report || 0
|-
| Number of global-route vias before repair || 1744
|-
| Async SR Flop Fraction || 0
|-
| Count of distinct cell types in the synthesized netlist || 39
|-
| Flop-to-flop setup slack || 1040 ps
|-
| Detailed router's first-iteration violation count || 121
|-
| Sum Neg Setup Slack || 0 ps
|-
| Minimum clock period || 2260 ps
|-
| Run status || completed
|-
| Number of violations of the max-capacitance limit || 0
|-
| Commonest flop || sky130_fd_sc_hd__dfxtp_1
|-
| Endpoint arrival time on the critical path || 2500 ps
|-
| Multi-input logic area || 1240 um^2
|-
| Remaining max-slew budget at the tightest pin || 0.567
|-
| Wire length per cell after detailed routing || 12.0 um
|-
| CTS tree || yes
|-
| Worst hold start || PWM_count[0]
|-
| H-Tree Depth || 2
|-
| Insertion delay at the late pin of the worst-skew pair || 300 ps
|-
| Number of hold-repair buffers added at the cts stage || 0
|-
| Startpoint Class || flip-flop
|-
| Number of vias per cell || 5.40
|-
| Register share after synthesis || 0.421
|-
| Syn_area_per_cell || 9.55 um^2
|-
| VDD IR-drop max || 256 uV
|-
| Number of vias after detailed routing || 1889
|-
| FF+latch count, synth || 49
|-
| Hold Path Cell Cnt || 1
|-
| Total GRT Usage || 0.192
|-
| Clock slew seen by the registers of the worst setup and hold paths || 90 ps
|-
| Die outline height || 70.3 um
|-
| Post-cts resize count || 0
|-
| Power after layout || 0.00110 W
|-
| Worst r2r dst || data_addr[9]
|-
| Dominant logic cell types in the final layout || sky130_fd_sc_hd__clkdlybuf4s50_1, sky130_fd_sc_hd__dfxtp_1, sky130_fd_sc_hd__inv_1, sky130_fd_sc_hd__a21oi_1, sky130_fd_sc_hd__ha_1
|-
| Worst-path maximum fanout || 4
|-
| Final Setup Violations || 0
|-
| Transition time of the tightest slew-check pin || 647 ps
|-
| Register Area || 981 um^2
|-
| Worst-case reg-to-reg path depth || 4
|-
| Iteration count of the initial detailed-routing pass || 4
|-
| Number of inserted filler cells in the final layout || 353
|-
| Area fraction of the dominant cell type after synthesis || 0.421
|-
| Share of final-layout standard cells stronger than drive strength 1 || 0.101
|-
| Path type of the worst min-delay path || reg -> reg
|-
| Arithmetic-cell share of the synthesized area counting full adders, half adders and majority gates || 0.0913
|-
| Horizontal extent of the die || 70.3 um
|-
| Upper clock frequency limit || 442 MHz
|-
| Clock buffer depth || 2
|-
| Cell area after synthesis || 2330 um^2
|-
| Yosys simple share || 0.207
|-
| Initial antenna violation count || 0
|-
| Post-synth tally of flip-flops with integrated enable || 0
|-
| Total DRC errors in the routed layout || 0
|-
| Dominant non-sequential cell family after synthesis || simple AND/OR/NAND/NOR gates
|-
| Most frequent logic cell in the layout || sky130_fd_sc_hd__clkdlybuf4s50_1
|-
| PnR worst setup slack || 1040 ps
|-
| Setup Slack @ Placement || 1080 ps
|-
| Largest area contributor in the netlist || sky130_fd_sc_hd__dfxtp_1
|-
| Number of input and output port buffers inserted || 51
|-
| Top post-synthesis cells by area || sky130_fd_sc_hd__dfxtp_1, sky130_fd_sc_hd__ha_1, sky130_fd_sc_hd__mux2_2
|-
| DP HPWL || 3080 um
|-
| I/O Pins || 54
|-
| Post-synthesis compound-gate area fraction || 0.113
|-
| Pin count of the biggest net entering global routing || 20
|-
| Placeable Area || 4410 um^2
|-
| Initial cell density of the core || 0.528
|-
| Setup repair after global routing missed its margin || false
|}
## synth_stat cells, types with 2 or more instances
library cell / number
sky130_fd_sc_hd__dfxtp_1: 49
sky130_fd_sc_hd__a21oi_1: 20
sky130_fd_sc_hd__inv_1: 20
sky130_fd_sc_hd__ha_1: 17
sky130_fd_sc_hd__mux2_2: 16
sky130_fd_sc_hd__nand4_1: 15
sky130_fd_sc_hd__nor2_1: 11
sky130_fd_sc_hd__nand3_1: 9
sky130_fd_sc_hd__o31ai_1: 9
sky130_fd_sc_hd__or4_1: 9
sky130_fd_sc_hd__clkbuf_1: 8
sky130_fd_sc_hd__nand2_1: 8
sky130_fd_sc_hd__o21ai_0: 6
sky130_fd_sc_hd__or3_1: 6
sky130_fd_sc_hd__xor2_1: 5
sky130_fd_sc_hd__and4_1: 4
sky130_fd_sc_hd__and3_1: 3
sky130_fd_sc_hd__nor4_1: 3
sky130_fd_sc_hd__a2111oi_0: 2
sky130_fd_sc_hd__a21o_1: 2
sky130_fd_sc_hd__conb_1: 2
sky130_fd_sc_hd__o41ai_1: 2
sky130_fd_sc_hd__or4_4: 2
## report_power, final
part	switching [W]	internal (W)
Sequential	0.00000729	0.000612
Combinational	0.0000342	0.0000666
Clock	0.000190	0.000190
Total	0.000232	0.000868
## area by class of cell
type                       count  share of cell area
clock buffer                   7              0.0323
clock inverter                 1             0.00168
inverter                      20              0.0252
multi-input combinational    169               0.416
sequential                    49               0.329
tap                           52              0.0218
timing repair buffer          52               0.174
## through the flow
| step | cell area, um^2 | hold slack, ps | utilization | std cells |
|---|---|---|---|---|
| final | 2980 | 470 | 0.675 | 350 |
| after global routing | 2980 | 496 | 0.675 | 350 |
| after CTS | 2980 | 470 | 0.675 | 350 |
| after detailed placement | 2880 | 447 | 0.652 | 342 |
| after global placement | 2880 | 439 | 0.652 | 342 |
| after floorplan | 2350 | 425 | - | 249 |
## state kept, by name, indices dropped and copies added (netlist names)
name,flops
AUD_PWM,1
data_addr,16
PWM_thresh,16
PWM_count,16
## critical path, stage by stage (launching register included)
cell and delay [ps]:
sky130_fd_sc_hd__dfxtp_1 340, sky130_fd_sc_hd__or4_4 560, sky130_fd_sc_hd__nor4_1 520, sky130_fd_sc_hd__or4b_2 620, sky130_fd_sc_hd__a21oi_1 160
## cells by family after synthesis
family	after synthesis
AOI/OAI and AO/OA	43
DFF	49
and+or+nand+nor	78
muxes	18
adders and majority gates	17
other	2
xor gates and xnor gates	6
buffers and inverters	31
## layer usage
metal / vias up / share of wire / global-route usage / wire length, um
met4: 0 / 0.014 / 0.0222 / 60
met3: 5 / 0.037 / 0.0336 / 156
met5: - / 0 / 0 / 0
met2: 43 / 0.46 / 0.305 / 1960
met1: 845 / 0.48 / 0.294 / 2040
li1: 996 / - / - / -
## worst max path at each step
stage	from	to	slack [ps]
4_1_cts	PWM_count[11]	data_addr[15]	1050
5_1_grt	PWM_count[0]	data_addr[10]	850
6_report	PWM_count[11]	data_addr[9]	1040
Power and IR drop assume default switching activity.
